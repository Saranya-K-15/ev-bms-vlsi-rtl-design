==> /design/flow/design.v <==
`timescale 1ns / 1ps
module adc_interface(
input wire clk,
input wire rst_n,
input wire [11:0]cell_1_voltage_adc,
input wire[11:0]cell_2_voltage_adc,
input wire [11:0]cell_3_voltage_adc,
input wire [11:0]pack_current_adc,
input wire[11:0]temperature_adc,
output reg[11:0]cell_1_voltage_reg,
output reg[11:0]cell_2_voltage_reg,
output reg[11:0]cell_3_voltage_reg,
output reg[11:0]pack_current_reg,
output reg[11:0]temperature_reg,
output reg ov_fault,
output reg uv_fault,
output reg oc_fault,
output reg ot_fault
);
parameter ov_adc=12'd4090;
parameter uv_adc=12'd2790;
parameter ot_adc=12'd745;
parameter oc_adc=12'd3072;
always@(posedge clk )begin
if(!rst_n)begin
cell_1_voltage_reg<=12'b0;
cell_2_voltage_reg<=12'b0;
cell_3_voltage_reg<=12'b0;
pack_current_reg<=12'b0;
temperature_reg<=12'b0;
ov_fault <=1'b0;
uv_fault<=1'b0;
oc_fault<=1'b0;
ot_fault<=1'b0;
end
else begin
cell_1_voltage_reg<=cell_1_voltage_adc;
cell_2_voltage_reg<=cell_2_voltage_adc;
cell_3_voltage_reg<=cell_3_voltage_adc;
pack_current_reg<=pack_current_adc;
temperature_reg<=temperature_adc;
ov_fault<=(cell_1_voltage_adc>=ov_adc)||(cell_2_voltage_adc>=ov_adc)
||(cell_3_voltage_adc>=ov_adc);
uv_fault<=(cell_1_voltage_adc<=uv_adc)||(cell_2_voltage_adc<=uv_adc)||
(cell_3_voltage_adc<=uv_adc);
ot_fault<=(temperature_adc>=ot_adc);
oc_fault<=(pack_current_adc>=oc_adc);
end
end
endmodule
`timescale 1ns / 1ps
module ev_bms_vlsi(
    input wire clk,
    input wire rst_n,
    input wire [11:0] cell_1_voltage_adc,
    input wire [11:0] cell_2_voltage_adc,
    input wire [11:0] cell_3_voltage_adc,
    input wire [11:0] pack_current_adc,
    input wire [11:0] temperature_adc,
    input wire [7:0] soc_percent,
    output wire charge_en_fsm,
    output wire discharge_en_fsm,
    output wire system_fault,
    output wire [7:0] soh_percent,
    output wire soh_fault
);
    wire [11:0] cell_1_voltage_reg;
    wire [11:0] cell_2_voltage_reg;
    wire [11:0] cell_3_voltage_reg;
    wire [11:0] pack_current_reg;
    wire [11:0] temperature_reg;
    wire ov_fault, uv_fault, oc_fault, ot_fault;
    wire soc_low_fault, soc_high_fault;
    adc_interface adc_inst(
        .clk(clk),
        .rst_n(rst_n),
        .cell_1_voltage_adc(cell_1_voltage_adc),
        .cell_2_voltage_adc(cell_2_voltage_adc),
        .cell_3_voltage_adc(cell_3_voltage_adc),
        .pack_current_adc(pack_current_adc),
        .temperature_adc(temperature_adc),
        .cell_1_voltage_reg(cell_1_voltage_reg),
        .cell_2_voltage_reg(cell_2_voltage_reg),
        .cell_3_voltage_reg(cell_3_voltage_reg),
        .pack_current_reg(pack_current_reg),
        .temperature_reg(temperature_reg),
        .ov_fault(ov_fault),
        .uv_fault(uv_fault),
        .oc_fault(oc_fault),
        .ot_fault(ot_fault)
    );
    soh_estimator soh_inst(
        .clk(clk),
        .rst_n(rst_n),
        .cell_1_voltage(cell_1_voltage_reg),
        .cell_2_voltage(cell_2_voltage_reg),
        .cell_3_voltage(cell_3_voltage_reg),
        .soc_percent(soc_percent),
        .soh_percent(soh_percent),
        .soh_fault(soh_fault)
    );
    protection_fsm fsm_inst(
        .clk(clk),
        .rst_n(rst_n),
        .ov_fault(ov_fault),
        .uv_fault(uv_fault),
        .oc_fault(oc_fault),
        .ot_fault(ot_fault),
        .soc_percent(soc_percent),
        .charge_en_fsm(charge_en_fsm),
        .discharge_en_fsm(discharge_en_fsm),
        .system_fault(system_fault)
    );
endmodule
`timescale 1ns / 1ps
module protection_fsm(
    input wire clk,
    input wire rst_n,
    input wire ov_fault,
    input wire uv_fault,
    input wire oc_fault,
    input wire ot_fault,
    input wire[7:0]soc_percent,
    output reg charge_en_fsm,
    output reg discharge_en_fsm,
    output reg system_fault
    );
    parameter init=2'b00;
    parameter normal=2'b01;
    parameter charge_only=2'b10;
    parameter fault=2'b11;
    reg[1:0]current_state;
    reg[1:0]next_state;
    wire soc_low_fault;
    wire soc_high_fault;
    soc_protection soc_inst(
       .soc_percent(soc_percent),
       .soc_low_fault(soc_low_fault),
       .soc_high_fault(soc_high_fault)
       );
    always @(posedge clk or negedge rst_n)begin
    if(!rst_n)begin
    current_state<=init;
    end
    else
    current_state<=next_state;
    end
    always@(*)begin
    next_state=current_state;
    case(current_state)
      init:begin
      if(ov_fault||oc_fault||ot_fault||soc_high_fault)
       next_state=fault;
      else 
       next_state=normal;
      end
      normal:begin
       if(ov_fault||oc_fault||ot_fault||soc_high_fault)
       next_state=fault;
       else if(uv_fault||soc_low_fault)
       next_state=charge_only;
       else
       next_state=normal;
       end
      charge_only:begin
      if(ov_fault||oc_fault||ot_fault||soc_high_fault)
      next_state=fault;
      else if(!uv_fault &&!soc_low_fault)
      next_state=normal;
      else
      next_state=charge_only;
      end
      fault:begin
        next_state=fault;
      end
      default:next_state=init;
      endcase
      end
      always @(*)begin
      charge_en_fsm=1'b0;
      discharge_en_fsm=1'b0;
      system_fault=1'b0;
      case(current_state)
      init:begin
      charge_en_fsm=1'b0;
      discharge_en_fsm=1'b0;
      end
      normal:begin
      charge_en_fsm=1'b1;
      discharge_en_fsm=1'b1;
      end
      charge_only:begin
      charge_en_fsm=1'b1;
      discharge_en_fsm=1'b0;
      end
      fault:begin
      charge_en_fsm=1'b0;
      discharge_en_fsm=1'b0;
      system_fault=1'b1;
      end
      endcase
      end
endmodule
`timescale 1ns / 1ps
module soc_protection(
  input wire [7:0]soc_percent,
  output reg soc_low_fault,
  output reg soc_high_fault
);
parameter soc_low_limit=8'd10;
parameter soc_high_limit=8'd95;
always @(*)begin
soc_low_fault=1'b0;
soc_high_fault=1'b0;
 if(soc_percent<=soc_low_limit)begin
  soc_low_fault=1'b1;
 end
 else if(soc_percent>=soc_high_limit)begin
 soc_high_fault=1'b1;
 end
end
endmodule
`timescale 1ns / 1ps
module soh_estimator(
input wire clk,
input wire rst_n,
input wire [11:0]cell_1_voltage,
input wire[11:0]cell_2_voltage,
input wire[11:0]cell_3_voltage,
input wire[7:0] soc_percent,
output reg[7:0]soh_percent,
output reg soh_fault
 );
 parameter soh_min_voltage=12'd2800;
 parameter soh_max_voltage=12'd4090;
 always @(posedge clk or negedge rst_n)begin
 if(!rst_n)begin
   soh_percent<=8'd100;
   soh_fault<=1'b0;
   end
 else begin
   if(cell_1_voltage<soh_min_voltage||cell_2_voltage<soh_min_voltage||
        cell_3_voltage<soh_min_voltage)begin
       soh_percent<=8'd50;
       soh_fault<=1'b1;
       end
   else begin
      soh_fault<=1'b0;
      soh_percent<=8'd100-((100-soc_percent)/2);
      end
      end
      end
endmodule
==> /design/flow/run.sh <==
#!/bin/bash
# OpenROAD 26Q1-2900-gdf79404cd8, Yosys 0.63+post, stock flow scripts
make -C /OpenROAD-flow-scripts/flow DESIGN_CONFIG=/design/flow/config.mk WORK_HOME=/design/flow/orfs finish
==> /design/flow/config.mk <==
export PLATFORM = sky130hd
export DESIGN_NAME = ev_bms_vlsi
export DESIGN_NICKNAME = ev_bms_vlsi
export VERILOG_FILES = /design/flow/design.v
export SDC_FILE = /design/flow/constraint.sdc
export NUM_CORES = 4
export LEC_CHECK = 1
export CORE_AREA = 10 10 107 107
export DIE_AREA = 0 0 117 117
==> /design/flow/constraint.sdc <==
current_design ev_bms_vlsi

set clk_period 3.0
set clk_io_pct 0.2

create_clock -name clk0 -period $clk_period [get_ports {clk}]

set non_clock_inputs [all_inputs -no_clocks]
set_input_delay [expr $clk_period * $clk_io_pct] -clock clk0 $non_clock_inputs
set_output_delay [expr $clk_period * $clk_io_pct] -clock clk0 [all_outputs]
==> Slide: Implementation Results <==
Physical Implementation Snapshot

Final timing
  – Fin crit share: 80.5%
  – Fmax achieved: 414 MHz
  – Max-slew headroom: 45.4%
  – Final Hold Fails: 0
  – Minimum clock period: 2.42 ns
  – Setup TNS Final: 0 ns
  – Setup-failing EPs final: 0
  – RSZ-0062 raised after global routing: false
  – Setup Skew: 0.00352 ns
  – Fin. max-slew vios: 0
  – Worst-margin pin slew: 0.816 ns

Global route
  – First-pass GRT wire length: 7960 um
  – Met1 Usage GRT: 9.57%
  – Largest net degree at the start of global routing: 30
  – Number of global-route vias before repair: 1,693
  – Global route hottest layer: met2
  – M3 GR Usage: 2.17%
  – Met2 Track Usage GR: 11.3%
  – GR Util All Layers: 7.10%
  – Initial antenna violation count: 0
  – Remaining Overflow, GRT: 0

Worst setup path
  – CP Cell Sequence: clkdlybuf4s50_1 -> inv_1 -> ha_1 -> nor2b_1 -> o21ai_0 -> a221o_1 -> a211o_1 -> nand2_1
  – Crit path DAT: 2.65 ns
  – CP delay by family, top: AND-OR/OR-AND gates
  – Req. time, crit path: 3.23 ns
  – Crit path max fanout: 5
  – Slowest stage delay, CP: 0.56 ns
  – Worst Path Buf+Inv: 2
  – Startpoint class of the critical path: primary input
  – Setup CP Type: primary input to flop
  – Slowest cell on the critical path: clkdlybuf4s50_1
  – Critical Path Sink Type: flop

Layout
  – Fill cell count: 963
  – Area delta synth->final: 51.9%
  – Final core occ: 30.1%
  – Layout cells sized above 1: 7.41%

Logic synthesis
  – Ranking of synthesized cells by instance count: 28 x dfxtp_1, 26 x and2_1, 16 x nor2_1
  – Cell Type Count: 46
  – Post-synth top area cell: dfxtp_1
  – Post-synth EDFFs: 0
  – Count leader, synth: dfxtp_1
  – Top cell area share: 30.7%
  – Synth Register Bits: 41
  – Top cells by area: dfxtp_1 31%, dfrtp_1 12%, and2_1 8.9%
  – Ys cells: 194
  – Syn_area_per_cell: 9.40 um2
  – Post-synth seq share: 48.8%
  – Synth warn: 4
  – Dominant Register Cell: dfxtp_1
  – Yosys Chip Area: 1820 um2
  – Synth Cell Area: 1820 um2
  – Synth Instances: 194
  – Post-synth ARST share: 31.7%

Floorplan
  – Die Y: 117 um
  – Std cell rows: 35
  – Die ar.: 13,700 um2
  – Fp util: 19.8%
  – Core area: 9200 um2
  – Chip Width: 117 um
  – I/O pin total: 82

Status
  – Status: completed

Clock tree
  – Post-CTS Hold Fix Bufs: 0
  – H-tree depth: 2
  – Root Buffer: clkbuf_8
  – CTS Buf Count: 5
  – Clock tree sinks: 41
  – # resized after CTS: 0
  – Post-CTS Setup Bufs: 0
  – Clock buffer depth: 2
  – Clk latency of the worst-skew pair: 0.28 ns
  – Worst-path clk slew: 0.07 ns
  – CTS tree: yes

Route
  – DRT Pass-1 Iters: 4
  – Iteration-0 DRC Markers: 51
  – Final wirelength: 4860 um
  – Wire per inst: 12.8 um
  – Via density per instance: 4.23
  – Post-DRT Antenna Nets: 0
  – Vias: 1,613
  – Diode count: 0
  – DRC viols: 0

Placement
  – Routability congestion estimate: 0.833
  – Detailed-placement wirelength estimate: 4140 um
  – IO Port Bufs: 71

Power
  – Pwr dens: 427 nW/um2
  – Leak pwr: 1.06 nW
  – Maximum VDD drop: 0.166 mV

Job
  – Max_cap viols: 0
  – Tool warnings: 37

Hold path
  – Hold Path Class: flop to flop
layout by cell type (no fill, tap or decap), drive strengths merged, types with 3 or more instances in the layout:
cell            n
o21a            3
dfrtp           9
or2             3
dfxtp          28
nor3            9
ha              4
xnor2           4
dfstp           4
nand3           5
o21ai           9
nor2           16
nand4           9
and3            4
clkbuf          7
a21oi           6
nand2          10
inv             8
o211ai          4
a21o            3
clkdlybuf4s50  71
and2           26
nor2b           3
report_power, final:
group          leakage (nW)  switching (mW)  internal, mW
Clock                0.0599           0.182         0.237
Combinational         0.622          0.0770         0.113
Sequential            0.379         0.00662         0.568
path summary, 6_finish.rpt:
| path | startpoint | endpoint | slack, ns | cells past startpoint |
|---|---|---|---|---|
| max | soc_percent[0] | soh_inst.soh_percent[6] | 0.58 | 8 |
| min | fsm_inst.current_state[0] | fsm_inst.current_state[2] | 0.51 | 2 |
| max reg2reg | adc_inst.cell_3_voltage_reg[10] | soh_inst.soh_percent[6] | 1.55 | 6 |
| min reg2reg | fsm_inst.current_state[0] | fsm_inst.current_state[2] | 0.51 | 2 |
| max in group asynchronous | rst_n | soh_inst.soh_percent[2] | 1.46 | 2 |
| min in group asynchronous | rst_n | fsm_inst.current_state[1] | 1.31 | 2 |
metal layers:
| layer | wire, um | up-vias |
|---|---|---|
| met1 | 2270 | 725 |
| met5 | 0 | - |
| li1 | - | 837 |
| met4 | 88 | 0 |
| met2 | 2140 | 45 |
| met3 | 364 | 6 |
logic make-up (layout without fill, tap and decap cells):
logic type               Yosys count  after routing  share of synthesized area (%)
flip-flops                        41             41                           48.8
adder cells (fa/ha/maj)            4              4                           2.74
AND/OR/NAND/NOR                   91             91                           27.0
other                              1              1                          0.206
buffers and inverters             11             87                           2.74
XOR/XNOR                           6              6                           2.88
AND-OR/OR-AND                     40             40                           15.6
cell type report:
class	instances	area [um2]	share of cell area (%)
Sequential cell	41	891	32.1
Multi-Input combinational cell	142	883	31.9
Timing Repair Buffer	72	718	25.9
Tap cell	111	139	5.01
Clock buffer	7	108	3.88
Inverter	7	26.3	0.948
Clock inverter	1	6.26	0.226
per-stage QoR:
step                      cells  setup slack, ns  hold WS (ns)  power (mW)  area [um2]
after floorplan             194             1.03         0.304       0.665        1820
after global placement      373            0.315         0.496       0.776        2660
after detailed placement    373            0.306         0.499       0.778        2660
after CTS                   381            0.609         0.511        1.20        2770
after global routing        381            0.437         0.528        1.24        2770
final                       381            0.584         0.507        1.18        2770
worst register-to-register path, stage by stage (launching register included):
cell and delay (ns):
dfxtp_1 0.36, nor2_1 0.06, a22oi_1 0.23, and3_1 0.28, inv_1 0.15, a211o_1 0.25, nand2_1 0.06
No activity file was given, so power comes from the tool's default toggle rates.
