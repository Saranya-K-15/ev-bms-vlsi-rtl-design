[flow/design.v]
`timescale 1ns / 1ps
module bms_watchdog(
 input wire clk,
 input wire rst_n,
 input wire kick,
 output reg wd_fault
 );
 parameter time_out=24'd5000000;
 reg[23:0]wd_counter;
 always@(posedge clk )begin
  if(!rst_n)begin
      wd_counter<=24'd0;
      wd_fault<=1'b0;
      end
     else if(kick)begin
       wd_counter<=24'd0;
       wd_fault<=1'b0;
       end
     else if( wd_counter<time_out)begin
       wd_counter<=wd_counter+1'b1;
       wd_fault<=1'b0;
       end
     else begin
        wd_fault<=1'b1;
       end
      end
  endmodule
[flow/run.sh]
#!/bin/bash
# OpenROAD 26Q1-2900-gdf79404cd8, Yosys 0.63+post, stock flow scripts
make -C /OpenROAD-flow-scripts/flow DESIGN_CONFIG=/design/flow/config.mk WORK_HOME=/design/flow/orfs finish
[flow/config.mk]
export PLATFORM = sky130hd
export DESIGN_NAME = bms_watchdog
export DESIGN_NICKNAME = bms_watchdog
export VERILOG_FILES = /design/flow/design.v
export SDC_FILE = /design/flow/constraint.sdc
export NUM_CORES = 4
export LEC_CHECK = 1
export CORE_AREA = 10 10 86 86
export DIE_AREA = 0 0 96 96
[flow/constraint.sdc]
current_design bms_watchdog

set clk_period 7.1
set clk_io_pct 0.2

create_clock -name clk0 -period $clk_period [get_ports {clk}]

set non_clock_inputs [all_inputs -no_clocks]
set_input_delay [expr $clk_period * $clk_io_pct] -clock clk0 $non_clock_inputs
set_output_delay [expr $clk_period * $clk_io_pct] -clock clk0 [all_outputs]
==> out/qor.csv <==
stage,metric,value,unit
outcome,outcome,finished clean,
worst_setup_path,slowest_delay,0.65,ns
clocking,post_cts.repair.setup_buffers,0,
synth,top_cell_area_share,37.77,%
clocking,clock_sinks,25,
flow_run,cap_violations,0,
floorplanning,die_w,96,µm
detailed_routing,wire_per_inst,12.15,µm
detailed_routing,vias,1153,
clocking,cts_resized,0,
clocking,clk_latency,0.26,ns
timing,clock_skew,0.001928,ns
floorplanning,core,5540,µm²
synth,postSynthSeqShare,37.77,%
timing,final-hold-violation-count,0,
clocking,tritoncts.num_buffers,3,
clocking,cts_max_path_buffers,2,
timing,worstMarginPinSlew,0.8353,ns
timing,timing.final.ws_setup,4.404,ns
clocking,clk_pin_slew_worst_paths,0.08,ns
floorplanning,die_h,96,µm
synth,edf_count,0,
place,gp_congestion,0.8164,
cells_and_area,drive_gt1_share,5.625,%
power_and_ir_drop,pwr_density_cell,156.5,nW/µm²
floorplanning,initial_core_util,23.92,%
synth,ys.flop_type,dfxtp_1,
detailed_routing,diodes,0,
worst_setup_path,cp_data_required_time,7.26,ns
cells_and_area,regArea,500.5,µm²
worst_hold_path,hold_class,reg2reg,
floorplanning,io_pins,4,
clocking,cts_root_buf,clkbuf_8,
grt,grt_max_degree,22,
detailed_routing,drc,0,
timing,slew_viol_final,0,
synth,ys.flops,25,
cells_and_area,fillCellCount,635,
detailed_routing,via_per_inst,4.970,
synth,async_reset_ff_share,0,%
floorplanning,rows,27,
worst_setup_path,path_buffers,1,
flow_run,warnings,25,
synth,ys_types,40,
detailed_routing,drt_iter0_drc,72,
synth,ys_area,1325,µm²
cells_and_area,areaGrowthSynthToFinish,10.67,%
clocking,hold_buffers,0,
cells_and_area,combGateArea,789.5,µm²
synth,avgSynthCellArea,8.386,µm²
timing,relSlewSlack,44.32,%
place,place_ws,4.102,ns
grt,antenna_found_initial,0,
worst_setup_path,crit_type,in2reg,
timing,max_freq,0.3709,GHz
cells_and_area,fin_area,1466,µm²
worst_setup_path,path_max_fanout,21,
synth,ys_top_cells_by_area,"dfxtp_1 (38%), nor2_1 (5.1%), xor2_1 (4.6%)",
worst_setup_path,startpoint_type,input pin,
timing,period_needed,2.696,ns
synth,syn_area,1325,µm²
clocking,cts_max_level,1,
worst_setup_path,critPathTopFamily,simple AND/OR/NAND/NOR gates,
timing,tns,0,ns
synth,most_common_cell,dfxtp_1,
grt,grt_pass1_wl,4843,µm
grt,grtUsageTotal,6.350,%
worst_setup_path,cp.arrival,2.86,ns
power_and_ir_drop,peakVddDrop,0.06286,mV
place,dpl-instance-area,1421,µm²
place,port_buffers,3,
grt,first_global_vias,1008,
power_and_ir_drop,p_leak,0.4190,nW
clocking,cts_tree,built,
timing,min_period_over_period,37.98,%
place,dp_hpwl,2001,µm
worst_setup_path,end_kind,flop,
synth,synthTopCellsByCount,"dfxtp_1 (25), nor2_1 (18), nand2_1 (15)",
timing,setup_viol,0,
detailed_routing,firstDrtPassIters,4,
worst_setup_path,worstPathCellList,"clkdlybuf4s50_1, nand2b_1, nor2_1, a31o_1",
grt,grt-ovfl-total,0,
synth,yosys_warnings,1,
synth,top_area_cell,dfxtp_1,
timing,rsz0062_at_grt,false,
floorplanning,die_area,9216,µm²
worst_setup_path,slowest_stage,nand2b_1,
synth,yosysCellCount,158,
detailed_routing,ant_nets,0,
power_and_ir_drop,finalPower,0.2295,mW
synth,syn-instance-count,158,
detailed_routing,routed_wl,2818,µm
path summary, 6_finish.rpt:
kind | startpoint | end | slack, ns | cells after the start
worst min register to register | wd_counter[6] | wd_counter[6] | 0.49 | 2
worst min-delay path | wd_counter[6] | wd_counter[6] | 0.49 | 2
worst max register to register | wd_counter[16] | wd_counter[17] | 4.58 | 5
worst max-delay path | kick | wd_counter[7] | 4.40 | 4
metal layers:
metal / track usage (%) / part of all wire [%] / vias up
met4: 0.4914 / 1.1 / 0
met1: 8.960 / 52 / 537
met5: 0 / 0 / -
met2: 9.809 / 43 / 12
met3: 1.887 / 4.0 / 2
li1: - / - / 602
cell families after synthesis:
group / count (synthesis) / share of synthesized area (%)
buffers and inverters: 7 / 2.643
adders and majority gates: 1 / 0.9441
muxes: 2 / 1.511
DFF: 25 / 37.77
AOI/OAI and AO/OA: 39 / 21.63
and+or+nand+nor: 77 / 30.88
xor gates and xnor gates: 7 / 4.627
worst register-to-register path, delay by kind of cell (launching register included):
| kind | cells | cell delay (ns) |
|---|---|---|
| simple gates | 3 | 1.28 |
| compound gates | 2 | 0.79 |
| flops | 1 | 0.38 |
layout make-up:
| type | count | share of cell area [%] |
|---|---|---|
| Sequential cell | 25 | 34.13 |
| Timing Repair Buffer | 4 | 2.560 |
| Multi-Input combinational cell | 126 | 53.84 |
| Inverter | 1 | 0.2560 |
| Tap cell | 72 | 6.143 |
| Clock buffer | 4 | 3.072 |
placed cells by master, fill, tap and decap left out, drive strengths merged:
cell / n
dfxtp: 25
nor2: 19
nand2: 15
a21oi: 10
nand3: 8
or4: 7
o31ai: 7
xor2: 7
o211ai: 5
o21ai: 5
nand2b: 4
nand4: 4
or3: 4
nor3: 4
clkbuf: 4
nor4: 3
o2111ai: 3
clkdlybuf4s50: 3
nor2b: 2
a211o: 2
mux2i: 2
a31o: 2
and2: 2
or2: 2
a2111oi: 1
or4b: 1
nor4b: 1
and3: 1
a41oi: 1
inv: 1
o311ai: 1
o41ai: 1
a31oi: 1
ha: 1
buf: 1
state kept, by name, summed over array words and instances, names as in the netlist:
register and count:
wd_counter 24, wd_fault 1
through the flow:
stage / hold slack [ns] / utilization (%) / cells
6_report: 0.4873 / 26.47 / 232
5_1_grt: 0.5214 / 26.47 / 232
4_1_cts: 0.4933 / 26.47 / 232
3_5_place_dp: 0.4795 / 25.65 / 228
3_3_place_gp: 0.4755 / 25.65 / 228
2_1_floorplan: 0.4557 / - / 158
where the power goes:
group          leakage, nW  switching (mW)  internal (mW)
clock network       0.0228          0.0423         0.0401
registers            0.202        0.000574          0.141
logic                0.195         0.00372        0.00222
total                0.419          0.0466          0.183
No activity file was given, so power comes from the tool's default toggle rates.
