===== /design/flow/constraint.sdc =====
current_design soc_estimator

set clk_period 10.0
set clk_io_pct 0.2

create_clock -name clk0 -period $clk_period [get_ports {clk}]

set non_clock_inputs [all_inputs -no_clocks]
set_input_delay [expr $clk_period * $clk_io_pct] -clock clk0 $non_clock_inputs
set_output_delay [expr $clk_period * $clk_io_pct] -clock clk0 [all_outputs]

===== /design/flow/config.mk =====
export PLATFORM = sky130hd
export DESIGN_NAME = soc_estimator
export DESIGN_NICKNAME = soc_estimator
export VERILOG_FILES = /design/flow/design.v
export SDC_FILE = /design/flow/constraint.sdc
export NUM_CORES = 4
export LEC_CHECK = 1
export CORE_UTILIZATION = 30

===== /design/flow/run.sh =====
#!/bin/bash
# OpenROAD 26Q1-2900-gdf79404cd8, Yosys 0.63+post, stock flow scripts
make -C /OpenROAD-flow-scripts/flow DESIGN_CONFIG=/design/flow/config.mk WORK_HOME=/design/flow/orfs finish

===== /design/flow/design.v =====
`timescale 1ns / 1ps
module soc_estimator(
input wire clk,
input wire rst_n,
input wire [11:0]pack_current_adc,
input wire charge_en_fsm,
input wire discharge_en_fsm,
output reg [7:0]soc_percent
);
parameter soc_max=16'd10000;
parameter soc_min=16'd0;
reg [15:0]soc_accumulator;
always@(posedge clk)begin
if(!rst_n)begin
soc_accumulator<=soc_max;
soc_percent<=8'd100;
end
else begin
  if(discharge_en_fsm && soc_accumulator>soc_min)begin
     soc_accumulator<=soc_accumulator-pack_current_adc;
     end
   else if(charge_en_fsm && soc_accumulator<soc_max)begin
      soc_accumulator<=soc_accumulator+pack_current_adc;
      end
   soc_percent<=soc_accumulator/16'd100;
   end
   end
  endmodule

==> reports/metrics.csv <==
metric;value;unit
status;finished, final reports clean;
ant_nets;0;
layout-drive-gt1-share;0.0614;
tritoncts;built;
worst-r2r-cell-count;18;
max_cap_viol_count;0;
min_to;soc_accumulator[0];
worst-endpoint-required;10.22;ns
critical_path_start_type;register;
worst-path-max-fanout;18;
place_congestion;0.868;
die.size.x;104;um
worst_hold_startpoint;soc_accumulator[0];
synth_top_flop_cell;dfxtp_1;
yosys.stat.chipArea;3130;um2
finalMaxSlewViolations;0;
clk_skew;0.0165;ns
cts_max_path_buffers;2;
number_of_enable_flip_flop_cells;0;
max_slew_margin;0.483;
reg2reg_setup_slack;3.77;ns
drt-wirelength-per-cell;13.2;um
grt_start_max_net_pins;31;
critical_path.max_stage_delay;0.76;ns
final.period_utilization;0.623;
fp.dieH;104;um
critical_path.reg2reg.endpoint;soc_percent[0];
core_util_floorplan;0.315;
path_delay_family;simple AND/OR/NAND/NOR gates;
drtPass1Iterations;4;
path_depth;18;
first_global_vias;2787;
setup_slack_of_the_critical_path_after_layout;3.77;ns
cp_num_buf_inv;1;
fmax;161;MHz
synth_async_sr_flop_share;0;
htree_num_levels;1;
synth_area_per_cell;7.23;um2
worst_path_max_delay_cell;dfxtp_1;
timing.final.setup_violations;0;
hold_ws;0.544;ns
initial_antenna_violation_count;0;
boundaryPins;24;
areaGrowthSynthToFinish;12.4;%
tool_warnings;25;
clk_pin_slew_worst_paths;0.11;ns
detailedPlace.worstSlack;3.79;ns
chip_area;10900;um2
cts_inserted_buffers;3;
drt_drc_violations_left;0;
number_of_cell_instances_after_yosys_synthesis;433;
ys.warnings.count;1;
holdBufCountCts;0;
placement.io_buffers;23;
mappedNetlistArea;3130;um2
viasPerCell;5.46;
arrival_time_reported_for_the_critical_path_endpoint;6.45;ns
yosysUniqueCellTypes;78;
tritoncts_num_sinks;24;
timing_worst_setup_path_type;register to register;
yosys_register_bits;24;
cts.repair.resized;0;
gr-total-overflow;0;
insertedDiodeCount;0;
postCtsSetupBuffers;0;
finalCriticalPeriod;6.23;ns
worst_hold_path_type;register to register;
clock_tree.root_cell;clkbuf_8;
crit-reg2reg-launch;soc_accumulator[14];
std_cell_rows;36;
post_synth_inst_count;433;
report.final.hold_viol_count;0;
ys_seq_share;0.153;
clkLatencyLatePin;0.28;ns
num_vias;3129;
wire_length_of_the_first_global_routing_pass;13.1;mm
core_area;9950;um2
global_route.usage.total;0.144;
rsz_0062_raised_after_global_routing;false;
drt_first_iter_violations;122;
timing_worst_slew_pin_value;0.774;ns
final_routed_wirelength;7.55;mm
worst_hold_depth;2;
dp.final_hpwl;5.63;mm
timing.setup.tns;0;ns
ordered_cell_list_for_the_critical_path;inv_1, and3_1, nor3b_2, o21ai_2, a32oi_4, nor4b_2, nor4_1, or3_4, a22oi_1, nor3_1, a211oi_2, and3_1, a2111o_1, a31o_1, maj3_2, o21a_1, o21a_1, o22ai_1;
endpoint_kind;register;
==> cell type report <==
cell class | instances | area, um2
Timing Repair Buffer | 25 | 245
Tap cell | 133 | 166
Clock buffer | 3 | 41.3
Sequential cell | 24 | 480
Fill cell | 1027 | 6430
Clock inverter | 1 | 30.0
Inverter | 24 | 90.1
Multi-Input combinational cell | 363 | 2470
==> routing by layer <==
| layer | vias to the layer above | part of all wire | GRT usage |
|---|---|---|---|
| met2 | 45 | 0.43 | 0.232 |
| met5 | - | 0 | 0 |
| li1 | 1643 | - | - |
| met4 | 0 | 0.0065 | 0.00816 |
| met3 | 6 | 0.025 | 0.0134 |
| met1 | 1435 | 0.54 | 0.219 |
==> Yosys cell counts, types with 3 or more instances <==
master	count	area share
o311ai_0	3	0.0084
nor4_1	7	0.014
buf_4	3	0.0072
or2_2	4	0.0080
a211oi_1	6	0.014
nand3_1	6	0.0096
dfxtp_1	24	0.15
nand2b_1	8	0.016
and3_1	9	0.018
nand4_1	3	0.0060
nor2b_1	8	0.016
xor2_1	9	0.025
xnor2_1	12	0.034
a22o_1	3	0.0084
ha_1	16	0.064
nand2_1	31	0.037
maj3_1	3	0.0096
o21a_1	8	0.019
and2_1	7	0.014
o22ai_1	5	0.010
a21o_1	3	0.0072
buf_2	7	0.011
o31ai_1	3	0.0072
a21oi_1	30	0.048
inv_1	24	0.029
nor2_1	42	0.050
a211o_1	4	0.011
or2_1	4	0.0080
o41ai_1	3	0.0084
a21boi_0	4	0.0096
o21ai_0	35	0.056
clkbuf_1	12	0.014
a31oi_1	4	0.0080
o211ai_1	7	0.017
nor3_1	15	0.024
or3_1	8	0.016
==> placed cells by master, fill, tap and decap left out, types with 3 or more instances in the layout <==
cell	count
a22o_1	3
a21boi_0	4
xor2_1	9
nor4_1	7
a31oi_1	4
nand2_1	31
o22ai_1	5
clkbuf_8	3
and3_1	9
or2_2	4
or2_1	4
o211ai_1	7
nand2b_1	8
nand4_1	3
nor3_1	15
dfxtp_1	24
o21a_1	8
and2_1	7
clkdlybuf4s50_1	23
o311ai_0	3
ha_1	16
o31ai_1	3
nor2_1	42
a211o_1	4
o41ai_1	3
nor2b_1	8
a21oi_1	30
a211oi_1	6
inv_1	24
xnor2_1	12
a21o_1	3
o21ai_0	35
maj3_1	3
or3_1	8
nand3_1	6
==> worst max path at each step <==
stage | to | slack, ns | start
finish | soc_percent[0] | 3.77 | soc_accumulator[14]
global route | soc_percent[0] | 3.27 | soc_accumulator[14]
CTS | soc_percent[0] | 3.88 | soc_accumulator[14]
==> tightest hold or removal path, delay by kind of cell (launching register included) <==
kind            cells  cell delay, ns
flops               1            0.37
compound gates      1            0.07
simple gates        1            0.07
==> flip-flops by register name, summed over array words and instances, names as in the netlist <==
register,flops
soc_percent,8
soc_accumulator,16
==> logic make-up (layout without fill, tap and decap cells) <==
group                      Yosys count  count (layout)  share of synthesized area
adders and majority gates           21              21                     0.0835
muxes                                3               3                    0.00999
xor gates and xnor gates            21              21                     0.0587
buffers and inverters               46              53                     0.0615
AOI/OAI and AO/OA                  158             158                      0.370
and+or+nand+nor                    160             160                      0.263
DFF                                 24              24                      0.153
==> through the flow <==
| stage | cells | util | instance area, um2 |
|---|---|---|---|
| finish | 573 | 0.354 | 3520 |
| global route | 573 | 0.354 | 3520 |
| CTS | 573 | 0.354 | 3520 |
| detailed placement | 569 | 0.346 | 3450 |
| global placement | 569 | 0.346 | 3450 |
| floorplan | 433 | - | 3130 |
